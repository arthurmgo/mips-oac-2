$ cat /design/flow/design.v
`timescale 1ns / 1ps
module Add1(r1,r2,rst);
    input [7:0]r1;
	 input [7:0]r2;
	 output [7:0]rst;
	 reg [7:0]rst;
	 always @ (r1 or r2)begin
	       rst = r1+r2;
    end
endmodule
$ cat /design/flow/run.sh
#!/bin/bash
# OpenROAD 26Q1-2900-gdf79404cd8, Yosys 0.63+post, stock flow scripts
make -C /OpenROAD-flow-scripts/flow DESIGN_CONFIG=/design/flow/config.mk WORK_HOME=/design/flow/orfs finish
$ cat /design/flow/config.mk
export PLATFORM = sky130hd
export DESIGN_NAME = Add1
export DESIGN_NICKNAME = Add1
export VERILOG_FILES = /design/flow/design.v
export SDC_FILE = /design/flow/constraint.sdc
export NUM_CORES = 4
export LEC_CHECK = 1
export CORE_AREA = 10 10 70 70
export DIE_AREA = 0 0 80 80
$ cat /design/flow/constraint.sdc
current_design Add1

set clk_period 5.8
set clk_io_pct 0.2

create_clock -name clk0 -period $clk_period

set non_clock_inputs [all_inputs -no_clocks]
set_input_delay [expr $clk_period * $clk_io_pct] -clock clk0 $non_clock_inputs
set_output_delay [expr $clk_period * $clk_io_pct] -clock clk0 [all_outputs]
==> flow_metrics.py <==
# Auto-generated metrics
metrics = {
    "power_and_ir_drop": {
        "net-switching-power_uw": 21.6,
        "clkPwrFrac_pct": 0,
        "seq_power_share_pct": 0,
        "irDropWorstVdd_v": 0.0000292,
        "sw_frac_of_total_pct": 34.9,
        "power-per-cell-area_nw_per_um2": 98.2,
        "p_leak_uw": 0.000242,
        "combinationalPowerShare_pct": 100.0,
        "internal-power_uw": 40.2,
    },
    "worst_setup_path": {
        "crit_path_frequent_cell": "clkdlybuf4s50_1",
        "worstPathArrival_ns": 3.21,
        "cp.required_ns": 4.64,
        "critical_path.top_delay_family": "buffers and inverters",
        "timing.critical_path.slowest_stage_cell": "clkdlybuf4s50_1",
        "worstSetupEndpointType": "primary output",
        "critPathKind": "in2out",
        "critical_path_peak_fanout": 3,
        "worstSetupStartpointType": "primary input",
        "critical_path_buf_inv_count": 3,
        "crit_path_cell_trace": "clkdlybuf4s50_1 > ha_1 > inv_1 > fa_1 > nor2b_4 > o31a_1 > o311ai_1 > clkdlybuf4s50_1",
        "crit_path_max_incr_delay_ns": 0.52,
    },
    "global_routing": {
        "grt_first_pass_wirelength_mm": 1.81,
        "first_global_vias": 416,
        "antenna_violations_before_repair": 0,
        "grt_max_degree": 7,
        "grt.total_usage_pct": 3.38,
        "remaining_global_route_overflow": 0,
    },
    "sta": {
        "slew-limit-headroom_pct": 73.0,
        "final.setup.tns_ns": 0,
        "maxSlewViolCount": 0,
        "post-route-min-period_ns": 4.37,
        "finalHoldWorstSlack_ns": 3.35,
        "period_used_pct": 75.3,
        "rsz0062_at_grt": "no",
        "total_setup_violations_reported_at_the_end_of_the_flow": 0,
        "worst_slew_pin_slew_ns": 0.403,
        "timing_hold_violations_final": 0,
        "achievable-frequency_mhz": 229,
    },
    "logic_synthesis": {
        "synth-simple-area-share_pct": 14.0,
        "yosys_warnings": 1,
        "synth_area_um2": 332,
        "ys_sh_aoi_pct": 37.4,
        "synth.yosys.num_cells": 42,
        "synth.top_cell.area_share_pct": 26.4,
        "synth-seq-area-share_pct": 0,
        "synth_cells": 42,
        "synth_top_cell_by_area": "ha_1",
        "ys_sh_xor_pct": 10.6,
        "ys_area_um2": 332,
        "syn_avg_cell_area_um2": 7.89,
        "top_cells_by_area": "ha_1, a21oi_1, o211ai_1",
        "post_synth_main_logic_family": "AND-OR/OR-AND gates",
        "synthDistinctLibCells": 23,
        "mux_share_pct": 0,
        "yosys.area_share.adder_pct": 32.5,
    },
    "routing": {
        "wl_per_cell_um": 9.94,
        "route.antenna.remaining_nets": 0,
        "initialDrtViolationCount": 7,
        "insertedDiodeCount": 0,
        "via_count": 402,
        "drc": 0,
        "routed_via_density": 3.59,
        "drt-pass1-iter-count": 5,
        "drt_wl_total_mm": 1.11,
    },
    "run_status": {
        "outcome": "finished clean",
    },
    "floorplan": {
        "core_util_floorplan_pct": 9.71,
        "die.size.y_um": 80,
        "die_width_um": 80,
        "top_level_ports": 24,
        "placementRows": 21,
        "die-area_um2": 6400,
        "area_of_the_placeable_core_um2": 3420,
    },
    "cts": {
        "postCtsResizedCells": 0,
        "cts-hold-fix-buffers": 0,
        "post_cts.repair.setup_buffers": 0,
    },
    "final_layout": {
        "seq_cells": 0,
        "layout.cells.most_common": "clkdlybuf4s50_1",
        "layout-drive-gt1-share_pct": 1.52,
        "area_growth_pct": 89.8,
        "flop_area_um2": 0,
        "mostFrequentLayoutCells": "clkdlybuf4s50_1, ha_1, inv_1, a21oi_1, o211ai_1",
        "clock_buffers": 0,
    },
    "placement": {
        "finalWeightedCongestion": 0.705,
        "portBuffers": 24,
        "post-dp-hpwl_mm": 1.03,
    },
    "flow_run": {
        "number_of_max_cap_violations": 0,
        "openroad.warnings": 32,
    },
    "hold_path": {
        "worst_hold_path_type": "in2out",
    },
}
## Yosys cell counts, types with 2 or more instances
library cell  instances
inv_1                 5
xnor2_1               2
o211ai_1              3
ha_1                  7
xor2_1                2
a21oi_1               5
o21ai_0               2
## kinds of logic (layout without fill, tap and decap cells)
family,count (synthesis),after routing
xor+xnor,4,4
buf+inv,5,29
fa+ha+maj,8,8
simple gates,7,7
compound gates,18,18
## through the flow
stage / total power, µW / std cells / utilization (%) / instance area [µm²] / worst slack (ns)
2_1_floorplan: 26.3 / 42 / - / 332 / 2.50
3_3_place_gp: 62.8 / 112 / 18.4 / 629 / 1.43
3_5_place_dp: 62.8 / 112 / 18.4 / 629 / 1.41
4_1_cts: 63.4 / 112 / 18.4 / 629 / 1.41
5_1_grt: 69.6 / 112 / 18.4 / 629 / 1.29
6_report: 61.8 / 112 / 18.4 / 629 / 1.43
## worst paths after layout
path | to | startpoint | depth (start not counted) | slack [ns]
max | rst[6] | r1[0] | 8 | 1.43
min | rst[0] | r2[0] | 3 | 3.35
## worst min-delay path, cell delays in order
cell and delay (ns):
clkdlybuf4s50_1 0.45, ha_1 0.12, clkdlybuf4s50_1 0.46
## metal layers
metal  GRT usage [%]  wire [µm]  vias up
li1                -          -      211
met1            4.17        475      173
met2            5.14        428       18
met3            2.16        209        0
met4               0          0        0
met5               0          0        -
## cell type report
cell class	instances	area [µm²]
Inverter	5	18.8
Timing Repair Buffer	24	240
Tap cell	46	57.6
Fill cell	402	2790
Multi-Input combinational cell	37	313
## power groups by stage
stage	registers, µW	clock network (µW)	logic (µW)
CTS	0	0	63.4
global route	0	0	69.6
finish	0	0	61.8
Power and IR drop assume default switching activity.
